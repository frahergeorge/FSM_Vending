--- design.v ---
module nextStateLogic(
	input logic [1:0] EO,		 
	input logic [3:0] S,		 
	output logic [3:0] Z		 
);
	assign Z[0] = (~S[0] & ~EO[1] & EO[0]) | (~S[2] & S[0] & ~EO[0]) | (~S[2] & S[0] & EO[1]) | (S[2] & ~EO[1] & EO[0]);
	assign Z[1] = (~S[1] & EO[1] & ~EO[0]) | (S[2] & EO[1] & ~EO[0]) | (~S[2] & S[1] & ~S[0] & ~EO[1]) | (~S[2] & S[1] & ~EO[1] & ~EO[0]) | (~S[2] & S[1] & EO[1] & EO[0]) | (~S[2] & ~S[1] & S[0] & ~EO[1] & EO[0]);
	assign Z[2] = (~S[2] & EO[1] & EO[0]) | (S[0] & EO[1] & EO[0]) | (~S[2] & S[1] & EO[1]) | (S[1] & EO[1] & EO[0]) | (~S[2] & S[1] & S[0] & EO[0]) | (S[2] & ~S[1] & ~S[0] & ~EO[1]) | (S[2] & ~S[1] & ~S[0] & ~EO[0]);	
	assign Z[3] = S[2] & ~S[1] & ~S[0] & EO[1] & EO[0];
endmodule
--- run.sh ---
#!/bin/bash
# OpenROAD 26Q1-2900-gdf79404cd8, Yosys 0.63+post, stock flow scripts
make -C /OpenROAD-flow-scripts/flow DESIGN_CONFIG=/design/flow/config.mk WORK_HOME=/design/flow/orfs finish
--- config.mk ---
export PLATFORM = sky130hd
export DESIGN_NAME = nextStateLogic
export DESIGN_NICKNAME = nextStateLogic
export VERILOG_FILES = /design/flow/design.v
export SDC_FILE = /design/flow/constraint.sdc
export NUM_CORES = 4
export LEC_CHECK = 1
export CORE_AREA = 10 10 70 70
export DIE_AREA = 0 0 80 80
--- constraint.sdc ---
current_design nextStateLogic

set clk_period 1.1
set clk_io_pct 0.2

create_clock -name clk0 -period $clk_period

set non_clock_inputs [all_inputs -no_clocks]
set_input_delay [expr $clk_period * $clk_io_pct] -clock clk0 $non_clock_inputs
set_output_delay [expr $clk_period * $clk_io_pct] -clock clk0 [all_outputs]
==> design notes <==
The logs give 77 for the count of placed standard cells including taps and 21 for the placement row count. At the pin with the least slew margin, the transition time is 0.2149 ns. The average instance in the mapped netlist occupies 7.021 µm². The number of global-route vias before repair is 169.

Per the timing report, the biggest fanout along the worst path comes to 4. The routed design uses 213 µm of met2 wire. The logs give 0 for the antenna violation net count after detailed routing and 1.524% for the global-route usage over all layers.

The die is 80 µm tall. The number of cells reported by Yosys stat comes to 18. The non-filler instance count after layout was 78; the via count was 188. OpenROAD emitted warnings numbering 35. For this run, design rule violations remaining after detail routing come to 0. For this run, the final setup violation count is recorded as 2.

The floorplan step set the die width to 80 µm. In this run the cell area of the synthesized design comes to 126.4 µm². In this run the power density over the cells is 301.1 nW/µm². The wire length the detailed router placed on met1 was 278 µm. In the finished layout, the clock tree contains a buffer count of 0. The critical path is of the in2out type. According to the floorplan report, the total die area is 6400 µm².

The worst hold path belongs to the class in2out. The detailed router used layers up to and including met3. The run gives 40 µm as the met3 routed wirelength.

For this design, the CTS-stage hold fixing added 0 buffers. The run gives 0.8321 GHz for the maximum clock frequency. The run gives 0.35 ns for the delay contributed by the slowest stage of the critical path. During synthesis, Yosys emitted a total of 0 warnings.

The final weighted congestion of routability-driven global placement is 0.7919. The tools report the post-synthesis sequential area ratio as 0%. The number of maximum-capacitance violations recorded for the run is 0. After layout, the minimum clock period comes to 1.202 ns. The startpoint kind of the worst setup timing path was a primary input.

The tools report the maximum number of pins on one net before global-route repair as 7. The report lists the cells along the critical path as buf_8 -> nand2b_4 -> or3b_1 -> nand4_1 -> buf_2. The checks that failed: setup timing.

In the power breakdown, the internal column shows 0.00006207 W. The first global-routing pass estimated 828 µm of wire. The run gives 532 µm for the wire length reported by the detailed router. The tools report the count of sequential standard cells as 0. The tools report the endpoint of the worst hold path as Z[3]. Recorded from the global router log, the overflow total was 0. The wire length per cell was 6.821 µm; the area reported by Yosys stat was 126.4 µm². According to the floorplan report, the placeable core area is 3416 µm². Checking max transition, the worst relative margin is 85.63%. Startpoint of the tightest hold check path: S[0]. The first TritonRoute pass finished after 2 iterations. Type of destination of the critical path: an output port.

The worst hold path stage count was 3; the proportion of total power due to net switching was 38.54%. Total of buffers placed on input and output ports: 9. In the finished design, the share of the clock period the worst path needs comes to 109.3%. The synthesized instance count is 18. The share of the core area taken by cells at floorplan is 3.700%. According to the I/O placement log, the pin count is 10. The flow ran to the end, but the final reports show violations. For the number of hold-slack violations in the final timing report, the log shows 0. For the switching power, the log shows 0.00003891 W.

STA puts the critical path data arrival time at 0.98 ns. Setup repair after global routing could not meet its margin everywhere. The run gives 2.410 for the via density per instance.

The run gives 15 as the number of distinct library cells after synthesis. The total antenna diodes in the routed design is 0, and the violation tally from detailed-route iteration zero is 4. The flip-flop and latch area was 0 µm². Required time reported for the critical path endpoint: 0.88 ns. For the sequential group share of total power, the log shows 0%. The worst path setup slack after routing is -0.1018 ns, and the area overhead of the layout relative to synthesis is 165.3%. For reference, the final report shows the max-slew violation count at 0. VDD sags by at most 0.00004147 V. The critical path's slowest stage uses the library cell or3b_1. Per the final layout report, the fraction of cells sized above drive strength 1 comes to 62.50%. The share of total power dissipated in combinational logic is 100.0%.

Total power after layout: 0.0001010 W. With the relative contribution of the clock network to total power at 0%, the number of antenna violations at the first check in global routing is 0. For this design the static power due to leakage is 0.1393 nW. Note, the detailed placer reported a final HPWL of 404.8 µm.
[logic make-up after synthesis]
logic type             count (synthesis)  synth area share (%)
buffers and inverters                  1                 2.967
AND-OR/OR-AND                          3                 24.75
AND/OR/NAND/NOR                       13                 65.35
XOR/XNOR                               1                 6.932
[stage by stage]
| step | area [µm²] | utilization, % | TNS [ns] | hold WS [ns] | setup slack [ns] |
|---|---|---|---|---|---|
| floorplan | 126.4 | - | 0 | 0.4563 | 0.1295 |
| global route | 335.3 | 9.817 | -0.2866 | 0.6786 | -0.1526 |
| global placement | 304.0 | 8.901 | -3.247 | 1.469 | -0.8875 |
| detailed placement | 304.0 | 8.901 | -3.236 | 1.475 | -0.8810 |
| CTS | 315.3 | 9.231 | -0.2325 | 0.7897 | -0.1344 |
| finish | 335.3 | 9.817 | -0.1839 | 0.6549 | -0.1018 |
[power by group through the flow]
stage / Sequential (W) / Combinational, W / Clock [W]
after CTS: 0 / 0.0000922 / 0
after global routing: 0 / 0.000112 / 0
final: 0 / 0.000101 / 0
[worst max-delay path by stage]
stage	from	depth (start not counted)	slack (ns)	to
4_1_cts	S[1]	5	-0.13	Z[2]
5_1_grt	S[1]	5	-0.15	Z[2]
6_report	S[1]	5	-0.10	Z[2]
[synth_stat cells]
master	instances	area [µm²]
o211ai_1	1	7.510
and3_2	1	7.510
o32ai_1	1	8.760
nand4_1	1	6.260
inv_1	1	3.750
nor2b_1	1	6.260
and2b_1	1	7.510
and4bb_1	1	12.51
xnor2_1	1	8.760
nand2b_1	2	12.51
or3b_1	1	8.760
nand2_1	3	11.26
a311oi_2	1	15.01
nor3_1	1	5.000
nand3_1	1	5.000
[worst max-delay path: cells and delay by family]
kind / cells / cell delay, ns
buffers and inverters: 2 / 0.19
and+or+nand+nor: 3 / 0.57
[timing repair]
action,in CTS,in global routing
pin swaps,7,5
gates cloned,0,0
setup endpoints to repair,4,2
setup buffers,0,1
gates resized,43,6
[placed cells by master (no fill, tap or decap)]
cell and count:
buf_8 2, nand4_1 1, o211ai_1 1, or3b_1 1
a311oi_2 1, nor2b_2 1, buf_6 3, buf_4 4
nand2b_1 1, and4bb_1 1, clkbuf_2 1, o32ai_1 1
nand2_4 1, nand2_1 2, inv_1 1, and2b_1 1
and3_4 1, nand3_1 1, nand2b_4 1, buf_2 4
nor3_4 1, xnor2_1 1
[area by class of cell]
cell class                 count  area (µm²)
fill                         392        3080
multi-input combinational     17       155.1
timing repair buffer          14       118.9
tap                           46       57.56
inverter                       1       3.754
[routing by layer]
metal,GRT usage [%],vias up
met5,0,-
met4,0,0
met3,0.3409,0
met2,2.408,7
met1,2.177,84
li1,-,97
Power figures rest on the tool's default switching activity, not on a simulated workload.
