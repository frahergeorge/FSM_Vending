[flow/constraint.sdc]
current_design outputLogic

set clk_period 2.7
set clk_io_pct 0.2

create_clock -name clk0 -period $clk_period

set non_clock_inputs [all_inputs -no_clocks]
set_input_delay [expr $clk_period * $clk_io_pct] -clock clk0 $non_clock_inputs
set_output_delay [expr $clk_period * $clk_io_pct] -clock clk0 [all_outputs]
[flow/config.mk]
export PLATFORM = sky130hd
export DESIGN_NAME = outputLogic
export DESIGN_NICKNAME = outputLogic
export VERILOG_FILES = /design/flow/design.v
export SDC_FILE = /design/flow/constraint.sdc
export NUM_CORES = 4
export LEC_CHECK = 1
export CORE_AREA = 10 10 70 70
export DIE_AREA = 0 0 80 80
[flow/run.sh]
#!/bin/bash
# OpenROAD 26Q1-2900-gdf79404cd8, Yosys 0.63+post, stock flow scripts
make -C /OpenROAD-flow-scripts/flow DESIGN_CONFIG=/design/flow/config.mk WORK_HOME=/design/flow/orfs finish
[flow/design.v]
module outputLogic(
	input logic [3:0] S,
	output logic item, hChange, qChange,
	output logic [6:0] hexState,
	output logic [6:0] hexChange
);
seven_seg stateBit(.A(S), .S(hexState));
assign item = (S > 4'b0100) ? 1 : 0; 
assign hChange = (~S[3] & S[2] & S[1] & S[0]) | (S[3] & ~S[2] & ~S[1] & ~S[0]);
assign qChange = (~S[3] & S[2] & S[1] & ~S[0]) | (S[3] & ~S[2] & ~S[1] & ~S[0]);
endmodule
module seven_seg(
	input logic [3:0] A,
	output logic [6:0] S
);
	logic [8:0] F;
	assign F[0] = (~A[3] & ~A[2] & ~A[1] & ~A[0]);		 
	assign F[1] = (~A[3] & ~A[2] & ~A[1] & A[0]);		 
	assign F[2] = (~A[3] & ~A[2] & A[1] & ~A[0]);		 
	assign F[3] = (~A[3] & ~A[2] & A[1] & A[0]);			 
	assign F[4] = (~A[3] & A[2] & ~A[1] & ~A[0]);
	assign F[5] = (~A[3] & A[2] & ~A[1] & A[0]);
	assign F[6] = (~A[3] & A[2] & A[1] & ~A[0]);
	assign F[7] = (~A[3] & A[2] & A[1] & A[0]);
	assign F[8] = (A[3] & ~A[2] & ~A[1] & ~A[0]);
	assign S[0] = ~(F[0] | F[2] | F[3] | F[5] | F[6] | F[7] | F[8]);			 
	assign S[1] = ~(F[0] | F[1] | F[2] | F[3] | F[4] | F[7] | F[8]);			 
	assign S[2] = ~(F[0] | F[1] | F[3] | F[4] | F[5] | F[6] | F[7] | F[8]);	 
	assign S[3] = ~(F[0] | F[2] | F[3] | F[5] | F[6] | F[8]);					 
	assign S[4] = ~(F[0] | F[2] | F[6] | F[8]);										 
	assign S[5] = ~(F[0] | F[4] | F[5] | F[6] | F[8]);								 
	assign S[6] = ~(F[2] | F[3] | F[4] | F[5] | F[6] | F[8]);					 
endmodule
==> Slide: Implementation Results <==
Key Metrics from the Run

Run
  • Tool Warnings: 32
  • # Max-Cap Violations: 0

Yosys
  • Seq/Total Area, Yosys: 0%
  • Post-synthesis chip area from yosys: between 200 and 300 um^2
  • Cell Type Count: 20
  • Yosys Instances: ~40
  • Synthesized instance count: about 41
  • Synthesized area per cell: approximately 6.9 um^2
  • Syn Std Cell Area: roughly 280 um^2
  • Yosys warns: 7

Cells and area
  • Most numerous logic cell after layout: clkdlybuf4s50_1
  • Final core occ: 13.4%
  • Clock buffers: 0
  • Share of layout cells above drive strength 1: between 20% and 30%
  • P&R area growth vs syn: 62.7%
  • Seq cells: 0
  • Layout fillers: around 400
  • Top cells excl fill/tap: clkdlybuf4s50_1 (10), conb_1 (7), nor2_1 (6), buf_4 (5), a21oi_1 (4)
  • Reg area: 0 um^2
  • Comb. cell area: about 210 um^2

Placed design
  • Pre-CTS WS: -0.0188 ns
  • Routability cong.: around 0.73
  • Hpwl dp: ~770 um
  • PortBufs: 14

Global route
  • Total GRT Usage: between 2 and 3%
  • Largest net degree at the start of global routing: 15
  • Initial antenna violation count: 0
  • GRT Residual Overflow: 0
  • First-pass GRT wire length: ~1.5 mm
  • Vias in the first global route: between 300 and 400

Die
  • Init Core Util: under 10%
  • Die Wd: approximately 80 um
  • Core ar.: ~0.0034 mm^2
  • Die height: 80 um
  • Die ar.: approximately 0.0064 mm^2
  • Row cnt: 21
  • Top Ports: 21

Route
  • Routed met2 length: between 400 and 500 um
  • WL per Instance: about 8.9 um
  • Highest metal used: met3
  • Vias per inst: around 3.0
  • Initial drt markers: 11
  • Met1 wire length: 359 um
  • Met3 routed WL: ~71 um
  • Post-Route WL: a little over 900 um
  • Via count: 301
  • Drt pass-1 iters: 2
  • # diodes: 0
  • Post-route ant nets: 0
  • DRC: 0

STA
  • Final Hold Vio Count: 0
  • Fin crit share: 95.9%
  • Max-slew violations: 0
  • Setup TNS: 0 ns
  • Period minus WS final: roughly 2.6 ns
  • Final Hold Slack: 1.81 ns
  • Worst setup margin: 0.111 ns
  • Achievable Freq: 386 MHz
  • Final setup violation count: 0
  • RSZ-0062 raised after global routing: false

Critical path
  • Slowest cell on crit path: clkdlybuf4s50_1
  • Worst Path Buf+Inv: 3
  • Worst-path maximum fanout: 14
  • Max incr delay on CP: 0.53 ns
  • Crit end category: output port
  • Most common cell type on the critical path: clkdlybuf4s50_1
  • Setup CP Type: input port to output port
  • Critical path's top delay family: buffers and inverters
  • Critical path startpoint category: input port
  • Critical path arrival: about 2.1 ns
  • CP Cell Sequence: clkdlybuf4s50_1 > buf_6 > nor4b_2 > a211oi_1 > clkdlybuf4s50_1
  • Required time of the worst setup path: between 2 and 2.5 ns

Worst hold path
  • Hold Startpoint: S[3]
  • Hold Path End: hexState[3]
  • Hold Crit Depth: 4
  • Hold Path Class: input port to output port

Power
  • Leak Pwr: 0.176 nW
  • Peak VDD IR: ~13 uV
  • Power Total: between 0.06 and 0.07 mW
  • Cell Pwr Density: between 100 and 150 mW/mm^2

Run status
  • Status: finished clean

Clocking
  • Setup Fix Bufs, Post-CTS: 0
-- what timing repair did --
| item | 4_1_cts | 5_1_grt |
|---|---|---|
| pin swaps | 0 | 1 |
| hold endpoints to repair | 0 | 0 |
| gates cloned | 0 | 0 |
| endpoints found under the setup margin | 2 | 3 |
| gates resized | 3 | 3 |
| hold buffers | 0 | 0 |
-- cell type report --
class / instances / area share [%]
multi-input cells: 35 / 45.6
repair buffers: 20 / 41.0
well taps: 46 / 12.6
inverters: 1 / 0.820
-- layer usage --
metal  up-vias  GRT usage (%)
li1        159              -
met1       133           2.83
met2         9           5.94
met3         0          0.455
met4         0              0
met5         -              0
-- power breakdown --
| group | switching (mW) | internal [mW] |
|---|---|---|
| combinational | 0.0237 | 0.0372 |
| clock | 0 | 0 |
| sequential | 0 | 0 |
-- kinds of logic (layout without fill, tap and decap cells) --
family	Yosys count	count (layout)	synth area share (%)
buf+inv	12	21	36.0
mux	1	1	4.00
other cells	1	7	1.33
simple gates	16	16	30.7
compound gates	11	11	28.0
-- synthesized netlist by cell type --
| library cell | instances | area [um^2] |
|---|---|---|
| buf_4 | 7 | 52.6 |
| nor2_1 | 6 | 22.5 |
| a21oi_1 | 4 | 20.0 |
| buf_6 | 4 | 45.0 |
| nand2_1 | 3 | 11.3 |
| a211oi_1 | 2 | 15.0 |
| nand2b_1 | 2 | 12.5 |
| a211oi_2 | 1 | 12.5 |
| a311oi_1 | 1 | 8.76 |
| conb_1 | 1 | 3.75 |
| inv_1 | 1 | 3.75 |
| mux2_2 | 1 | 11.3 |
| nor2_2 | 1 | 6.26 |
| nor2b_1 | 1 | 6.26 |
| nor3_1 | 1 | 5.00 |
| nor3b_1 | 1 | 7.51 |
| nor4b_2 | 1 | 15.0 |
| o21ai_0 | 1 | 5.00 |
| o21bai_1 | 1 | 7.51 |
| o22a_2 | 1 | 10.0 |
-- through the flow --
stage,cell area (um^2),cells
2_1_floorplan,304,47
3_3_place_gp,449,102
3_5_place_dp,449,102
4_1_cts,445,102
5_1_grt,458,102
6_report,458,102
-- how the worst max path moves through the flow --
stage,startpoint,to,slack [ns],cells past startpoint
after CTS,S[2],hexState[3],0.05,5
final,S[2],hexState[6],0.11,5
after global routing,S[2],hexState[6],0.002,5
No activity file was given, so power comes from the tool's default toggle rates.
