`config.mk`:
```
export PLATFORM = sky130hd
export DESIGN_NAME = CLKDebouncer
export DESIGN_NICKNAME = CLKDebouncer
export VERILOG_FILES = /design/flow/design.v
export SDC_FILE = /design/flow/constraint.sdc
export NUM_CORES = 4
export LEC_CHECK = 1
export CORE_AREA = 10 10 90 90
export DIE_AREA = 0 0 100 100
```
`constraint.sdc`:
```
current_design CLKDebouncer

set clk_period 2.1
set clk_io_pct 0.2

create_clock -name clk0 -period $clk_period [get_ports {CLK50M}]

set non_clock_inputs [all_inputs -no_clocks]
set_input_delay [expr $clk_period * $clk_io_pct] -clock clk0 $non_clock_inputs
set_output_delay [expr $clk_period * $clk_io_pct] -clock clk0 [all_outputs]
```
`design.v`:
```
module CLKDebouncer(
  input logic A_noisy, CLK50M,
  output logic debouncedCLK
);
  debouncer db(.A_noisy(A_noisy),	 
					 .CLK50M(CLK50M),		 
					 .A(debouncedCLK)	 
	);
endmodule 
module debouncer(
	input logic A_noisy,
	input logic CLK50M, 
	output logic A
);
	logic [15:0] COUNT;
	parameter [15:0] COMPARE = 50_000;  
	logic t_d, t_r, Anext;
	always_ff@(posedge CLK50M)
	begin
		if(t_r)
			COUNT <= 16'd0;
		else
			COUNT <= COUNT + 16'd1;
	end
	assign t_d = (COUNT >= COMPARE);
	assign Anext = (A_noisy & t_d) | (A & ~t_d);
	always_ff@(posedge CLK50M)
		A <= Anext;
	assign t_r = t_d | (~A & ~A_noisy) | (A & A_noisy);
endmodule
```
`run.sh`:
```
#!/bin/bash
# OpenROAD 26Q1-2900-gdf79404cd8, Yosys 0.63+post, stock flow scripts
make -C /OpenROAD-flow-scripts/flow DESIGN_CONFIG=/design/flow/config.mk WORK_HOME=/design/flow/orfs finish
```
==> deck_impl_summary.md <==
Implementation Results

Worst setup path
  • Critical Path End: debouncedCLK
  • WP data required: 1.68 ns
  • CP top delay family: buffers and inverters
  • Kind of critical path: reg2out
  • Crit path cell chain: clkdlybuf4s50_1
  • Slowest-stage cell, CP: clkdlybuf4s50_1
  • Crit path depth: 1
  • Worst stage delay on the critical path: 0.48 ns
  • Element type at the critical path end: output port
  • Crit Path Max Fanout: 2
  • Critical Path AT: around 1.1 ns
  • Worst flop-to-flop path startpoint: db.COUNT[0]
  • Reg-to-Reg End: db.COUNT[12]
  • Setup slack, reg-to-reg: 0.62 ns
  • Buf+Inv Stages, Crit Path: 1
  • Reg2reg path depth: 5
  • Critical path launch point type: register

Clocking
  • CTS Sinks: 17
  • Post-CTS Setup Bufs: 0
  • CTS hold repair buffers: 0
  • H-tree levels: 1
  • Max Root-Sink Buffers: 2
  • CTS tree: done
  • Worst-path clk slew: 0.07 ns
  • Number of buffers created by CTS: 3
  • CTS root buf: clkbuf_8
  • Cts repair resizes: 0
  • Clk latency of the worst-skew pair: ~0.25 ns

Yosys
  • Syn Std Cell Area: roughly 870 sq um
  • Yosys Warn Count: 1
  • Number of synthesized flops with an enable pin: 1
  • Post-synth ARST share: 0%
  • Leading area contributor after synthesis: dfxtp_1
  • Registers, synthesis: 17
  • Synth top cell by count: dfxtp_1
  • Main flop type: dfxtp_1
  • Yosys stat area: 870 sq um
  • # Cells Yosys: between 80 and 90
  • Netlist cell types: 25
  • Area leader share: between 30% and 40%
  • Avg Inst Size Synth: between 9 and 10 sq um
  • Register share after synthesis: around 40%
  • Cells after synthesis: around 90
  • Top area cell types: dfxtp_1, xnor2_1, nor2_2
  • Top cells by count, synth: dfxtp_1, xnor2_1, nor2_2

Drt
  • Routed WL: between 1000 and 1500 um
  • DRC: 0
  • Total number of vias: a little under 600
  • N_diodes: 0
  • Initial detailed-routing violation count: 4
  • DR pass1 iterations: 4
  • Vias/cell: ~3.4
  • Final ANT Viol Nets: 0
  • DR WL/cell: 8.26 um

STA
  • Fin crit share: just over 70%
  • Minimum clock period: around 1.5 ns
  • Final setup vio count: 0
  • Slew @ Worst Pin: 0.286 ns
  • Final TNS setup: 0 ns
  • Slew Viols, Final: 0
  • Hold WS: about 0.51 ns
  • RSZ-0062 raised after global routing: false
  • Relative slew slack: 80.9%
  • Maximum clock frequency: 0.657 GHz
  • Worst clock skew: between 0.005 and 0.006 ns
  • Hold Vio Cnt, Final: 0
  • Setup ws final: just under 0.6 ns

Placement
  • Final HPWL DP: between 900 and 1000 um
  • Post-Place Setup Slack: 0.477 ns
  • Placed cell area: 975 sq um
  • IO Port Bufs: 2
  • RD Place Congestion: 0.773

Floorplanning
  • Core ar.: about 6300 sq um
  • Num ports: 3
  • Die X: approximately 100 um
  • Starting density of the core: about 14%
  • Cell Rows: 29
  • Die height: 100 um
  • Die area: about 10000 sq um

Flow run
  • Max-cap violation count: 0
  • OpenROAD warning count: 27

GRT
  • Global route total overflow: 0
  • Overall Global Routing Usage: roughly 3%
  • Largest net degree at the start of global routing: 16
  • Initial antenna violation count: 0
  • First-pass GRT wire length: around 2500 um
  • Vias in the first global route: 585

Worst hold path
  • Hold WC Path Type: reg2reg
  • Hold Crit Start: db.COUNT[15]

Layout
  • Design area: 1020 sq um
  • Largest register FFs: 16
  • Area delta synth->final: 17.3%
  • Layout cells sized above 1: about a quarter
  • Fin util: around 16%
  • Fillers: between 600 and 700
  • Biggest regs: db.COUNT x16
  • Register bank with the most flops: db.COUNT

Outcome
  • Outcome: complete, no violations

Power
  • Leakage: 0.000297 uW
  • VDD IR max: 0.000407 V
  • Power density over the cells: between 500 and 600 nW/um^2
==> layout by cell type (no fill, tap or decap) <==
cell and instances:
a21oi_1 2, and2_1 1, and3_1 1, clkbuf_1 1
clkbuf_8 3, clkdlybuf4s50_1 2, dfxtp_1 16, edfxtp_1 1
ha_1 2, inv_1 5, nand2_1 3, nand2_4 1
nand3_1 6, nand4_1 2, nand4_4 2, nor2_1 7
nor2_2 10, nor2_4 2, nor3_1 4, nor4_1 1
nor4_2 3, o2111ai_2 1, o21a_1 1, o21a_2 1
o21ai_0 1, xnor2_1 11, xor2_1 3
==> stage by stage <==
stage          power (uW)  std cells
6_report              605        170
5_1_grt               628        170
4_1_cts               611        170
3_5_place_dp          371        166
3_3_place_gp          371        166
2_1_floorplan         365         88
==> cells by family after synthesis <==
kind of cell	share of synthesized area, %
DFF	40.3
and+or+nand+nor	34.0
buffers and inverters	3.45
AOI/OAI and AO/OA	5.32
xor gates and xnor gates	14.1
adders and majority gates	2.88
==> how the worst min path moves through the flow <==
stage         endpoint  depth (start not counted)  slack (ns)
6_report  db.COUNT[15]                          2        0.51
5_1_grt   db.COUNT[15]                          2        0.57
4_1_cts   db.COUNT[15]                          2        0.52
==> tightest hold or removal path, cell delays in order, from the launching register on <==
cell,delay [ns]
dfxtp_1,0.36
a21oi_1,0.06
nor2_2,0.06
==> layout make-up <==
type / count / area [sq um] / share of cell area (%)
multi-input cells: 65 / 489 / 48.0
flip-flops and latches: 17 / 350 / 34.4
well taps: 77 / 96.3 / 9.45
clock buffers: 4 / 45.0 / 4.42
repair buffers: 2 / 20.0 / 1.96
inverters: 5 / 18.8 / 1.84
==> per-layer routing <==
layer  vias up  wire length (um)  global-route usage (%)
li1        306                 -                       -
met1       271               719                    3.96
met2         5               618                    4.43
met3         2                39                   0.972
met4         0                27                   0.761
met5         -                 0                       0
==> report_power, final <==
part	internal (uW)	switching, uW	leakage, uW
clock	134	108	0.0000228
combinational	9.22	14.2	0.000136
sequential	330	9.22	0.000138
total	474	131	0.000297
Power is estimated from default activity; no workload was simulated.
